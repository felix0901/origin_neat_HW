[design/flow/constraint.sdc]
current_design mpe

set clk_period 7.0
set clk_io_pct 0.2

create_clock -name clk0 -period $clk_period [get_ports {clk}]

set non_clock_inputs [all_inputs -no_clocks]
set_input_delay [expr $clk_period * $clk_io_pct] -clock clk0 $non_clock_inputs
set_output_delay [expr $clk_period * $clk_io_pct] -clock clk0 [all_outputs]
[design/flow/config.mk]
export PLATFORM = sky130hd
export DESIGN_NAME = mpe
export DESIGN_NICKNAME = mpe
export VERILOG_FILES = /design/flow/design.v
export SDC_FILE = /design/flow/constraint.sdc
export NUM_CORES = 4
export LEC_CHECK = 1
export CORE_UTILIZATION = 40
[design/flow/run.sh]
#!/bin/bash
# OpenROAD 26Q1-2900-gdf79404cd8, Yosys 0.63+post, stock flow scripts
make -C /OpenROAD-flow-scripts/flow DESIGN_CONFIG=/design/flow/config.mk WORK_HOME=/design/flow/orfs finish
[design/flow/design.v]
module crossover_sel_gen(
    input bias,
    input [7:0]  random,
    input [15:0] gene1_key,
    input [15:0] gene2_key,
    output reg sel
);
    wire [7:0] half;
    assign half = 8'b0100_0000;      
    always @(*)
    begin
        if(bias == 1'b0)
        begin 
            if(random > half)
                sel = 1'b1;
            else
                sel = 1'b0;
        end
        else
            sel = 1'b0;
    end
endmodule
module mutation_sel_gen(
    input [7:0] random,
    input [7:0] mutation_prob,
    output reg sel
);
    always @(*)
    begin
        if(random > mutation_prob)
            sel = 1'b1;
        else
            sel = 1'b0;
    end
endmodule
module mutate_val_gen_attr1(
    input   [7:0]   random,
    input           gene_type,
    output reg [7:0]   mutated_val
);
    always @*
    begin
        if(gene_type == 1'b0)                        
            mutated_val = random;                    
        else                                         
            mutated_val = 8'b0000_0001 & random;     
    end
endmodule
module mutate_val_gen_attr2(
    input       [7:0]   random,
    input               gene_type,
    output reg  [7:0]   mutated_val
);
    always @*
    begin
        if(gene_type == 1'b0)                        
            mutated_val = 8'b0000_1111 & random;     
        else                                         
            mutated_val = 8'b0000_0000;              
    end
endmodule
module mutate_val_gen_attr3(
    input       [7:0]   random,
    input               gene_type,
    output reg  [7:0]   mutated_val
);
    always @*
    begin
        if(gene_type == 1'b0)                        
            mutated_val = 8'b0000_0111 & random;     
        else                                         
            mutated_val = 8'b0000_0000;              
    end
endmodule
module mpe(
    clk,
    rst,
    setup,
    data_in1,
    data_in2,
    random_num_pack,      
    child_gene
);
parameter WORD_SZ = 64;
parameter GENE_SZ = 64;
parameter ATTR_SZ = 8;
input clk;
input rst;
input setup;
input [WORD_SZ - 1: 0] data_in1;
input [WORD_SZ - 1: 0] data_in2;
input [WORD_SZ - 1: 0] random_num_pack;      
output reg [GENE_SZ - 1: 0] child_gene;
reg [GENE_SZ  -1 : 0]   gene1;                   
reg [GENE_SZ  -1 : 0]   gene2;                   
reg [4*ATTR_SZ - 1 : 0] res_crossover;           
reg skip_crossover;
reg skip_mutate;
reg [7:0] parent1_fitness;
reg [7:0] parent2_fitness;
reg [7:0] child_genome_id;
reg [7:0] mutation_prob_node_bias;
reg [7:0] mutation_prob_node_response;
reg [7:0] mutation_prob_node_activation;
reg [7:0] mutation_prob_node_aggregation;
reg [7:0] mutation_prob_conn_weight;
reg [7:0] mutation_prob_conn_enable;
reg [7:0] random0;
reg [7:0] random1;
reg [7:0] random2;
reg [7:0] random3;
wire gene_type;
wire crossover_sel_bias;                            
wire sel_attr0;
wire sel_attr1;
wire sel_attr2;
wire sel_attr3;
wire mutation_sel0;
wire mutation_sel1;
wire mutation_sel2;
wire mutation_sel3;
wire [7:0] mutation_prob_attr0;
wire [7:0] mutation_prob_attr1;
wire [7:0] mutation_prob_attr2;
wire [7:0] mutation_prob_attr3;
wire [7:0] mutated_val_attr0;
wire [7:0] mutated_val_attr1;
wire [7:0] mutated_val_attr2;
wire [7:0] mutated_val_attr3;
wire [127:0] tie_low;
assign tie_low = 128'b0;
always @(posedge clk, posedge rst)
begin
    if(rst == 1'b1)
    begin
        parent1_fitness         = tie_low[ATTR_SZ - 1: 0];
        parent2_fitness         = tie_low[ATTR_SZ - 1: 0];
        child_genome_id         = tie_low[ATTR_SZ - 1: 0];
        mutation_prob_node_bias         = tie_low[ATTR_SZ - 1: 0];
        mutation_prob_node_response     = tie_low[ATTR_SZ - 1: 0];
        mutation_prob_node_activation   = tie_low[ATTR_SZ - 1: 0];
        mutation_prob_node_aggregation  = tie_low[ATTR_SZ - 1: 0];
        mutation_prob_conn_weight       = tie_low[ATTR_SZ - 1: 0];
        mutation_prob_conn_enable       = tie_low[ATTR_SZ - 1: 0];
        gene1   = tie_low[GENE_SZ - 1: 0];
        gene2   = tie_low[GENE_SZ - 1: 0];
    end
    else
    begin
        if(setup == 1'b1)
        begin
            parent1_fitness                 = data_in1[8*ATTR_SZ - 1: 7*ATTR_SZ];
            parent2_fitness                 = data_in1[7*ATTR_SZ - 1: 6*ATTR_SZ];
            mutation_prob_node_bias         = data_in1[6*ATTR_SZ - 1: 5*ATTR_SZ];
            mutation_prob_node_response     = data_in1[5*ATTR_SZ - 1: 4*ATTR_SZ];
            mutation_prob_node_activation   = data_in1[4*ATTR_SZ - 1: 3*ATTR_SZ];
            mutation_prob_node_aggregation  = data_in1[3*ATTR_SZ - 1: 2*ATTR_SZ];
            mutation_prob_conn_weight       = data_in1[2*ATTR_SZ - 1: ATTR_SZ];
            mutation_prob_conn_enable       = data_in1[ATTR_SZ - 1 : 0];
            child_genome_id                 = data_in2[ATTR_SZ - 1 : 0];
        end
        else
        begin
            gene1 = data_in1;
            gene2 = data_in2;
        end
    end
end
always @(posedge clk, posedge rst)
begin
    if(rst == 1'b1)
    begin
        skip_crossover  = 1'b1;
        skip_mutate     = 1'b1;
    end
    else
    begin
        skip_crossover = setup;
        skip_mutate    = skip_crossover;
    end
end
always @(posedge clk, posedge rst)
begin
    if(rst == 1'b1)
    begin
        random0 = tie_low[ATTR_SZ - 1: 0];
        random1 = tie_low[ATTR_SZ - 1: 0];
        random2 = tie_low[ATTR_SZ - 1: 0];
        random3 = tie_low[ATTR_SZ - 1: 0];
    end
    else
    begin
        random0 = random_num_pack[ATTR_SZ - 1: 0]; 
        random1 = random_num_pack[2* ATTR_SZ - 1: ATTR_SZ]; 
        random2 = random_num_pack[3* ATTR_SZ - 1: 2* ATTR_SZ]; 
        random3 = random_num_pack[4* ATTR_SZ - 1: 3* ATTR_SZ]; 
    end
end
assign crossover_sel_bias = (parent2_fitness > parent1_fitness)? 1'b1 : 1'b0;
crossover_sel_gen sel0_gen( .bias(crossover_sel_bias),
                            .random(random0),
                            .gene1_key(gene1[7*ATTR_SZ - 1: 5*ATTR_SZ]),
                            .gene2_key(gene2[7*ATTR_SZ - 1: 5*ATTR_SZ]),
                            .sel(sel_attr0));
crossover_sel_gen sel1_gen( .bias(crossover_sel_bias),
                            .random(random1),
                            .gene1_key(gene1[7*ATTR_SZ - 1: 5*ATTR_SZ]),
                            .gene2_key(gene2[7*ATTR_SZ - 1: 5*ATTR_SZ]),
                            .sel(sel_attr1));
crossover_sel_gen sel2_gen( .bias(crossover_sel_bias),
                            .random(random2),
                            .gene1_key(gene1[7*ATTR_SZ - 1: 5*ATTR_SZ]),
                            .gene2_key(gene2[7*ATTR_SZ - 1: 5*ATTR_SZ]),
                            .sel(sel_attr2));
crossover_sel_gen sel3_gen( .bias(crossover_sel_bias),
                            .random(random3),
                            .gene1_key(gene1[7*ATTR_SZ - 1: 5*ATTR_SZ]),
                            .gene2_key(gene2[7*ATTR_SZ - 1: 5*ATTR_SZ]),
                            .sel(sel_attr3));
always@(posedge clk, posedge rst)
begin
    if(rst == 1'b1)
    begin
        res_crossover[4*ATTR_SZ - 1: 0] = tie_low[4 * ATTR_SZ - 1 : 0];
    end
    else
    begin
        if(skip_crossover == 1'b1)
        begin
            res_crossover[4*ATTR_SZ - 1: 0] = tie_low[4 * ATTR_SZ - 1 : 0];
        end
        else
        begin
            if(sel_attr0 == 1'b0)
                res_crossover[ATTR_SZ - 1: 0] = gene1[ATTR_SZ - 1: 0];
            else
                res_crossover[ATTR_SZ - 1: 0] = gene2[ATTR_SZ - 1: 0];
            if(sel_attr1 == 1'b0)
                res_crossover[2*ATTR_SZ - 1: ATTR_SZ] = gene1[2*ATTR_SZ - 1: ATTR_SZ];
            else
                res_crossover[2*ATTR_SZ - 1: ATTR_SZ] = gene2[2*ATTR_SZ - 1: ATTR_SZ];
            if(sel_attr2 == 1'b0)
                res_crossover[3*ATTR_SZ - 1: 2* ATTR_SZ] = gene1[3*ATTR_SZ - 1: 2* ATTR_SZ];
            else
                res_crossover[3*ATTR_SZ - 1: 2* ATTR_SZ] = gene2[3*ATTR_SZ - 1: 2* ATTR_SZ];
            if(sel_attr3 == 1'b0)
                res_crossover[4*ATTR_SZ - 1: 3* ATTR_SZ] = gene1[4*ATTR_SZ - 1: 3* ATTR_SZ];
            else
                res_crossover[4*ATTR_SZ - 1: 3* ATTR_SZ] = gene2[4*ATTR_SZ - 1: 3* ATTR_SZ];
        end
    end
end
assign gene_type = (crossover_sel_bias == 1'b0)? gene1[GENE_SZ - ATTR_SZ -1] :gene2[GENE_SZ - ATTR_SZ -1];  
assign mutation_prob_attr0 = (gene_type == 1'b0)? mutation_prob_node_bias : mutation_prob_conn_weight;
assign mutation_prob_attr1 = (gene_type == 1'b0)? mutation_prob_node_response : mutation_prob_conn_enable;
assign mutation_prob_attr2 = (gene_type == 1'b0)? mutation_prob_node_activation : tie_low[ATTR_SZ -1];
assign mutation_prob_attr3 = (gene_type == 1'b0)? mutation_prob_node_aggregation: tie_low[ATTR_SZ -1];
mutation_sel_gen mutation_sel_gen0( .random(random0),
                                    .mutation_prob(mutation_prob_attr0),
                                    .sel(mutation_sel0));
mutation_sel_gen mutation_sel_gen1( .random(random1),
                                    .mutation_prob(mutation_prob_attr1),
                                    .sel(mutation_sel1));
mutation_sel_gen mutation_sel_gen2( .random(random2),
                                    .mutation_prob(mutation_prob_attr2),
                                    .sel(mutation_sel2));
mutation_sel_gen mutation_sel_gen3( .random(random3),
                                    .mutation_prob(mutation_prob_attr3),
                                    .sel(mutation_sel3));
assign mutated_val_attr0 = random0;
mutate_val_gen_attr1 mval_gen1( .random(random1),
                                .gene_type(gene_type),
                                .mutated_val(mutated_val_attr1)
);
mutate_val_gen_attr2 mval_gen2( .random(random2),
                                .gene_type(gene_type),
                                .mutated_val(mutated_val_attr2)
);
mutate_val_gen_attr3 mval_gen3( .random(random3),
                                .gene_type(gene_type),
                                .mutated_val(mutated_val_attr3)
);
always @(posedge clk, posedge rst)
begin
    if(rst == 1'b1)
    begin 
        child_gene = tie_low[8*ATTR_SZ - 1 : 0];
    end
    else
    begin
        if(skip_mutate == 1'b1)
        begin
            child_gene = tie_low[8*ATTR_SZ - 1 : 0];
        end
        else
        begin
            if(mutation_sel0 == 1'b1)
                child_gene[ATTR_SZ - 1 : 0] = mutated_val_attr0;
            else
                child_gene[ATTR_SZ - 1 : 0] = res_crossover[ATTR_SZ - 1: 0];
            if(mutation_sel1 == 1'b1)
                child_gene[2*ATTR_SZ - 1 : ATTR_SZ] = mutated_val_attr1;
            else
                child_gene[2*ATTR_SZ - 1 : ATTR_SZ] = res_crossover[2*ATTR_SZ - 1: ATTR_SZ];
            if(mutation_sel2 == 1'b1)
                child_gene[3*ATTR_SZ - 1 : 2* ATTR_SZ] = mutated_val_attr2;
            else
                child_gene[3*ATTR_SZ - 1 : 2* ATTR_SZ] = res_crossover[3*ATTR_SZ - 1: 2* ATTR_SZ];
            if(mutation_sel3 == 1'b1)
                child_gene[4*ATTR_SZ - 1 : 3* ATTR_SZ] = mutated_val_attr3;
            else
                child_gene[4*ATTR_SZ - 1 : 3* ATTR_SZ] = res_crossover[4*ATTR_SZ - 1: 3* ATTR_SZ];
            if(crossover_sel_bias == 1'b0)
            begin
                child_gene[5*ATTR_SZ - 1: 4*ATTR_SZ] = gene1[5*ATTR_SZ - 1: 4*ATTR_SZ];
                child_gene[6*ATTR_SZ - 1: 5*ATTR_SZ] = gene1[6*ATTR_SZ - 1: 5*ATTR_SZ];
                child_gene[7*ATTR_SZ - 1: 6*ATTR_SZ] = gene1[7*ATTR_SZ - 1: 6*ATTR_SZ];
            end
            else
            begin
                child_gene[5*ATTR_SZ - 1: 4*ATTR_SZ] = gene2[5*ATTR_SZ - 1: 4*ATTR_SZ];
                child_gene[6*ATTR_SZ - 1: 5*ATTR_SZ] = gene2[6*ATTR_SZ - 1: 5*ATTR_SZ];
                child_gene[7*ATTR_SZ - 1: 6*ATTR_SZ] = gene2[7*ATTR_SZ - 1: 6*ATTR_SZ];
            end
            child_gene[8*ATTR_SZ - 1: 7*ATTR_SZ] = child_genome_id;
        end
    end
end
endmodule
==> flow_summary.ini <==
; generated from flow reports
[grt]
grt_pass1_wl_mm = 43.4
grt_max_degree = 126
grt_pass1_vias = 7789
grt.total_usage_pct = 18.6
antenna_found_initial = 3
grt_overflow = 0

[sta]
final-setup-viol-count = 0
relSlewSlack_pct = 48.0
layout_worst_path_cycle_share_pct = 62.4
rsz0062_at_grt = no
slew_viol_final = 0
timing.final.hold_violations = 0
min_period_ns = 4.37
setup_total_negative_slack_ns = 0
timing.clock.skew_ns = 0.0198
max_freq_mhz = 229
worstMarginPinSlew_ns = 0.780

[placement]
gpl.final_weighted_congestion = 0.815
detailed_placer_s_ending_hpwl_mm = 18.4
io_buffer_count = 218

[drt]
route.vias.total = 7585
wirelength_mm = 27.5
remaining_drc_errors = 0
drtAntennaViolNets = 0
drt-initial-drc-count = 341
avgViaCountPerCell = 4.92
route.antenna.diode_count = 0
dr.pass1.iters = 4
drt-wirelength-per-cell_um = 17.9

[yosys]
post-synth-top-area-fraction_pct = 62.5
yosys_cells = 882
ys_seq_elements = 313
ff_type = sky130_fd_sc_hd__dfrtp_1
ys_seq_share_pct = 62.7
yosys-stat-area_um2 = 12500
avgSynthCellArea_um2 = 14.2
synthArstFlopShare_pct = 100
synth.cell_area_um2 = 12500
post_synth_inst_count = 882
top_area_cell = sky130_fd_sc_hd__dfrtp_1
synth_warnings = 6
common_cells = 312 x sky130_fd_sc_hd__dfrtp_1, 178 x sky130_fd_sc_hd__mux2_2, 80 x sky130_fd_sc_hd__mux2i_1
most_common_cell = sky130_fd_sc_hd__dfrtp_1
number_of_flops_mapped_to_enable_cells_by_yosys = 0
synthTopCellsByArea = sky130_fd_sc_hd__dfrtp_1 63%, sky130_fd_sc_hd__mux2_2 16%, sky130_fd_sc_hd__mux2i_1 6.4%
post_synth_num_cell_types = 34

[finish]
post_route_cells_drive_above_1_share_pct = 22.9
logic_area_um2 = 4460
n_fill_cell = 2560
final-seq-area_um2 = 7830
area_growth_pct = 31.4

[flow_run]
tool_warnings = 67
max_cap_viol_count = 0

[clocking]
count_of_instances_resized_after_the_clock_tree_is_built = 0
cts_tree = done
clk_latency_ns = 0.52
cts.sinks = 313
post_cts.repair.setup_buffers = 0
numCtsBuffers = 36
clk_root_buffer_cell = sky130_fd_sc_hd__clkbuf_16
clockBufferDepth = 3
clkSlewWorstSetupHoldPaths_ns = 0.06
htree_levels = 2
ctsHoldBuffers = 0

[floorplan]
io_count = 259
die_w_um = 179
core_area_um2 = 30700
dieHeight_um = 179
rows = 64
initCoreUtil_pct = 40.7
die_area_um2 = 31900

[min_path]
min_path_type = reg -> reg

[power_and_ir_drop]
worst_ir_drop_vdd_mv = 0.192
p_per_area_nw_per_um2 = 292
power_mw = 4.80
sequentialPowerShare_pct = 43.5
total_leakage_power_nw = 7.29
power.share.switching_pct = 24.0
power_report.internal_total_mw = 3.65
portion_of_total_power_attributed_to_combinational_logic_pct = 16.0
p_switching_mw = 1.15
clock_power_share_pct = 40.4

[setup_path]
cp.required_ns = 7.40
timing.reg2reg.worst_path_depth = 16
type_of_the_worst_setup_path = reg -> reg
r2r-start = parent2_fitness[7]$_DFFE_PP0P_
cp-end-kind = flip-flop
worst_r2r_endpoint = child_gene[10]$_DFF_PP0_
reg2reg_slack_ns = 2.63
critPathLaunch = parent2_fitness[7]$_DFFE_PP0P_
worst-endpoint-arrival_ns = 4.77
worst_setup_path_endpoint = child_gene[10]$_DFF_PP0_
critical_path_peak_fanout = 33
startpoint_type = flip-flop

[outcome]
run_status = finished clean
-- logic make-up after synthesis --
family / count (synthesis) / share of synthesized area (%)
and+or+nand+nor: 159 / 5.77
AOI/OAI and AO/OA: 60 / 3.42
buffers and inverters: 52 / 1.64
DFF: 313 / 62.7
adders and majority gates: 40 / 4.01
muxes: 258 / 22.5
-- layer usage --
| metal | routed length (µm) | global-route usage (%) | up-vias |
|---|---|---|---|
| met5 | 40 | 0 | - |
| met4 | 531 | 3.21 | 6 |
| met3 | 1670 | 4.13 | 47 |
| met2 | 12700 | 28.0 | 184 |
| met1 | 12500 | 29.4 | 3771 |
| li1 | - | - | 3577 |
-- cells in the final DEF, fill, tap and decap left out, types with 8 or more instances in the layout --
cell type and count:
sky130_fd_sc_hd__dfrtp_1 312, sky130_fd_sc_hd__clkdlybuf4s50_1 217, sky130_fd_sc_hd__mux2_2 178, sky130_fd_sc_hd__mux2i_1 80
sky130_fd_sc_hd__nor2_1 69, sky130_fd_sc_hd__nand2_1 46, sky130_fd_sc_hd__ha_1 40, sky130_fd_sc_hd__clkbuf_16 37
sky130_fd_sc_hd__a21oi_1 18, sky130_fd_sc_hd__buf_4 16, sky130_fd_sc_hd__o21ai_0 15, sky130_fd_sc_hd__inv_1 14
sky130_fd_sc_hd__a32o_1 14, sky130_fd_sc_hd__nor2b_1 13, sky130_fd_sc_hd__and2_1 11, sky130_fd_sc_hd__clkbuf_8 10
sky130_fd_sc_hd__nand4_1 8, sky130_fd_sc_hd__clkbuf_1 8
-- worst max-delay path: stages (launching register included) --
cell and delay, ns:
sky130_fd_sc_hd__dfrtp_1 0.38, sky130_fd_sc_hd__ha_1 0.32, sky130_fd_sc_hd__nand4_1 0.14, sky130_fd_sc_hd__nor2_1 0.20, sky130_fd_sc_hd__a21oi_1 0.07, sky130_fd_sc_hd__buf_4 0.19
sky130_fd_sc_hd__o21ai_0 0.23, sky130_fd_sc_hd__a21boi_4 0.20, sky130_fd_sc_hd__buf_4 0.44, sky130_fd_sc_hd__mux2_2 0.42, sky130_fd_sc_hd__ha_1 0.18, sky130_fd_sc_hd__nor2b_1 0.10
sky130_fd_sc_hd__o21a_1 0.11, sky130_fd_sc_hd__o21ai_0 0.07, sky130_fd_sc_hd__a21oi_1 0.61, sky130_fd_sc_hd__nor2_1 0.29, sky130_fd_sc_hd__a32o_1 0.28
-- worst min path at each step --
stage	start	to	slack, ns	cells past startpoint
finish	res_crossover[22]$_DFF_PP0_	child_gene[22]$_DFF_PP0_	0.45	1
global route	res_crossover[29]$_DFF_PP0_	child_gene[29]$_DFF_PP0_	0.47	1
CTS	res_crossover[23]$_DFF_PP0_	child_gene[23]$_DFF_PP0_	0.45	1
-- power groups by stage --
| stage | Sequential (mW) | Clock, mW | Combinational, mW |
|---|---|---|---|
| after CTS | 2.09 | 2.00 | 0.787 |
| after global routing | 2.11 | 2.06 | 0.858 |
| final | 2.09 | 1.94 | 0.770 |
-- final cells by class --
| type | count | share of cell area [%] |
|---|---|---|
| Tap cell | 396 | 3.02 |
| Sequential cell | 313 | 47.7 |
| Clock inverter | 10 | 0.998 |
| Timing Repair Buffer | 235 | 14.2 |
| Inverter | 16 | 0.389 |
| Clock buffer | 54 | 6.58 |
| Multi-Input combinational cell | 517 | 27.1 |
-- registers in the layout, summed over array words and instances (netlist names) --
| register | cells |
|---|---|
| random2 | 8 |
| parent2_fitness | 8 |
| random3 | 8 |
| mutation_prob_node_aggregation | 8 |
| mutation_prob_conn_enable | 8 |
| mutation_prob_node_activation | 8 |
| mutation_prob_conn_weight | 8 |
| mutation_prob_node_response | 8 |
| mutation_prob_node_bias | 8 |
| random1 | 8 |
| random0 | 8 |
| child_genome_id | 8 |
| parent1_fitness | 8 |
| skip_crossover | 1 |
| child_gene | 64 |
| gene2 | 56 |
| gene1 | 56 |
| res_crossover | 32 |
-- metrics by stage --
stage          util, %  cell area, µm²  hold slack (ns)  std cells  worst slack [ns]
2_1_floorplan        -           12500            0.428        882              1.43
3_3_place_gp      49.5           15200            0.432       1477              2.65
3_5_place_dp      49.5           15200            0.438       1477              2.65
4_1_cts           53.5           16400            0.450       1541              2.61
5_1_grt           53.5           16400            0.469       1541              2.25
6_report          53.5           16400            0.447       1541              2.63
No activity file was given, so power comes from the tool's default toggle rates.

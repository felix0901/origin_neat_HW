**design/flow/config.mk**
```make
export PLATFORM = sky130hd
export DESIGN_NAME = lane_add_node
export DESIGN_NICKNAME = lane_add_node
export VERILOG_FILES = /design/flow/design.v
export SDC_FILE = /design/flow/constraint.sdc
export NUM_CORES = 4
export LEC_CHECK = 1
export CORE_AREA = 10 10 188 188
export DIE_AREA = 0 0 198 198
```
**design/flow/constraint.sdc**
```tcl
current_design lane_add_node

set clk_period 2.6
set clk_io_pct 0.2

create_clock -name clk0 -period $clk_period [get_ports {clk}]

set non_clock_inputs [all_inputs -no_clocks]
set_input_delay [expr $clk_period * $clk_io_pct] -clock clk0 $non_clock_inputs
set_output_delay [expr $clk_period * $clk_io_pct] -clock clk0 [all_outputs]
```
**design/flow/design.v**
```verilog
module lane_stage0
#(
parameter GENE_SZ = 64,
parameter ATTR_SZ = 8
)(
input clk,
input rst,
input state,
input [GENE_SZ - 1 : 0] gene_in,
output reg [ATTR_SZ - 1 : 0] hidden_node_max
);
wire [63 : 0] tie_low;
wire [63 : 0] tie_high;
wire [ATTR_SZ - 1 : 0] node_id;
wire [1:0] layer;         
assign tie_high = 64'hFFFF_FFFF_FFFF_FFFF;
assign tie_low  = 64'b0;
assign node_id = gene_in[6* ATTR_SZ - 1: 5* ATTR_SZ];
assign layer   = gene_in[7* ATTR_SZ - 2: 7* ATTR_SZ - 3];
always @(posedge clk, posedge rst)
begin
    if(rst == 1'b1)
    begin 
        hidden_node_max = tie_low[ATTR_SZ - 1: 0];
    end
    else
    begin
        if(state == 1'b0)
        begin
            if(layer == 2'b00)
            begin
                if(node_id > hidden_node_max)
                    hidden_node_max = node_id; 
            end
        end
    end
end
endmodule
module add_node_mutation
#(
parameter ATTR_SZ = 8,
parameter GENE_SZ = 64
)(
input [ATTR_SZ - 1 : 0] max_node_id,
input [GENE_SZ - 1 : 0] gene_in,
output reg [GENE_SZ - 1 : 0] node_gene_out,
output reg [GENE_SZ - 1 : 0] conn1_gene_out,
output reg [GENE_SZ - 1 : 0] conn2_gene_out
);
wire [63 : 0] tie_low;
wire [ATTR_SZ - 1 : 0] genome_id;
wire [ATTR_SZ - 1 : 0] default_bias;
wire [ATTR_SZ - 1 : 0] default_response;
wire [ATTR_SZ - 1 : 0] default_activation;
wire [ATTR_SZ - 1 : 0] default_aggregation;
wire [ATTR_SZ - 1 : 0] default_weight;
wire [ATTR_SZ - 1 : 0] default_enable;
wire [ATTR_SZ  -1 : 0] node_id; 
wire [ATTR_SZ  -1 : 0] node_gene_identifier;
wire [ATTR_SZ  -1 : 0] conn_gene_identifier;
assign tie_low = 64'b0;
assign genome_id            = gene_in[GENE_SZ - 1: (GENE_SZ - ATTR_SZ)];
assign node_gene_identifier = tie_low[ATTR_SZ - 1:0];
assign conn_gene_identifier = {1'b1, tie_low[ATTR_SZ - 2 : 0]};
assign  node_id              = max_node_id + 1;   
assign  default_bias         = 8'b0000_0001;
assign  default_response     = 8'b0000_0001;
assign  default_activation   = 8'b0000_0001;
assign  default_aggregation  = 8'b0000_0001;
assign  default_weight       = 8'b0000_0001;
assign  default_enable       = 8'b0000_0001;
always @(*)
begin
    node_gene_out[GENE_SZ - 1: (GENE_SZ - ATTR_SZ)] = genome_id;
    node_gene_out[7* ATTR_SZ - 1: 6* ATTR_SZ]       = node_gene_identifier;
    node_gene_out[6* ATTR_SZ - 1: 5* ATTR_SZ]       = node_id;
    node_gene_out[5* ATTR_SZ - 1: 4* ATTR_SZ]       = tie_low[ATTR_SZ -1: 0];
    node_gene_out[4* ATTR_SZ - 1: 3* ATTR_SZ]       = default_bias;
    node_gene_out[3* ATTR_SZ - 1: 2* ATTR_SZ]       = default_response;
    node_gene_out[2* ATTR_SZ - 1:    ATTR_SZ]       = default_activation;
    node_gene_out[   ATTR_SZ - 1:          0]       = default_aggregation;
    conn1_gene_out[GENE_SZ - 1: (GENE_SZ - ATTR_SZ)]    = genome_id;
    conn1_gene_out[7* ATTR_SZ - 1: 6* ATTR_SZ]          = conn_gene_identifier;
    conn1_gene_out[6* ATTR_SZ - 1: 5* ATTR_SZ]          = gene_in[6* ATTR_SZ - 1: 5* ATTR_SZ];
    conn1_gene_out[5* ATTR_SZ - 1: 4* ATTR_SZ]          = node_id;
    conn1_gene_out[4* ATTR_SZ - 1: 3* ATTR_SZ]          = gene_in[4* ATTR_SZ - 1: 3* ATTR_SZ];
    conn1_gene_out[3* ATTR_SZ - 1: 2* ATTR_SZ]          = gene_in[3* ATTR_SZ - 1: 2* ATTR_SZ];
    conn1_gene_out[2* ATTR_SZ - 1: 1* ATTR_SZ]          = gene_in[2* ATTR_SZ - 1: 1* ATTR_SZ];
    conn1_gene_out[   ATTR_SZ - 1:          0]          = gene_in[   ATTR_SZ - 1:          0];
    conn2_gene_out[GENE_SZ - 1: (GENE_SZ - ATTR_SZ)]    = genome_id;
    conn2_gene_out[7* ATTR_SZ - 1: 6* ATTR_SZ]          = conn_gene_identifier;
    conn2_gene_out[6* ATTR_SZ - 1: 5* ATTR_SZ]          = node_id;
    conn2_gene_out[5* ATTR_SZ - 1: 4* ATTR_SZ]          = gene_in[5* ATTR_SZ - 1: 4* ATTR_SZ];
    conn1_gene_out[4* ATTR_SZ - 1: 3* ATTR_SZ]          = default_weight;
    conn1_gene_out[3* ATTR_SZ - 1: 2* ATTR_SZ]          = default_enable;
    conn1_gene_out[2* ATTR_SZ - 1: 1* ATTR_SZ]          = tie_low[ATTR_SZ - 1: 0];
    conn1_gene_out[   ATTR_SZ - 1:          0]          = tie_low[ATTR_SZ - 1: 0];
end
endmodule
module del_list_node_match
#(
parameter GENE_SZ = 64,
parameter ATTR_SZ = 8
)(
input [ATTR_SZ - 1: 0] src_node,
input [ATTR_SZ - 1: 0] dest_node,
input [GENE_SZ - 1: 0] del_node_list,
output match
);
wire [(GENE_SZ / ATTR_SZ) - 1: 0] match_bits_src;
wire [(GENE_SZ / ATTR_SZ) - 1: 0] match_bits_dest;
genvar i;
generate
    for(i = 0; i < (GENE_SZ / ATTR_SZ); i = i+1)
    begin
        assign match_bits_src[i] = src_node ^ del_node_list[(i+1) * ATTR_SZ - 1: i* ATTR_SZ];
    end
endgenerate
genvar j;
generate
    for(j = 0; j < (GENE_SZ / ATTR_SZ); j = j+1)
    begin
        assign match_bits_dest[j] = dest_node ^ del_node_list[(j+1) * ATTR_SZ - 1: j* ATTR_SZ];
    end
endgenerate
assign match = ~&{match_bits_src, match_bits_dest};
endmodule
module add_conn_mutation
#(
parameter GENE_SZ = 64,
parameter ATTR_SZ = 8
)(
input [ATTR_SZ - 1 : 0] genome_id,
output reg [GENE_SZ - 1 : 0] new_node_gene,
output reg [GENE_SZ - 1 : 0] new_conn1_gene,
output reg [GENE_SZ - 1 : 0] new_conn2_gene
);
wire [ATTR_SZ - 1: 0] src;
wire [ATTR_SZ - 1: 0] dest;
endmodule
module lane_add_node(
    clk,
    rst,
    state,
    gene_in,
    node_add_prob,
    random,
    genome_id,
    global_hidden_node_max,
    hidden_node_max,
    gene_out1,
    gene_out2,
    gene_out3,
    out_valid
);
parameter GENE_SZ = 64;
parameter ATTR_SZ = 8;
input clk;
input rst;
input [1:0] state;
input [GENE_SZ - 1 : 0] gene_in;
input [ATTR_SZ - 1 : 0] node_add_prob;
input [ATTR_SZ - 1 : 0] random;
input [ATTR_SZ - 1 : 0] genome_id;
input [ATTR_SZ - 1 : 0] global_hidden_node_max;
output [ATTR_SZ - 1 : 0] hidden_node_max;
output reg [GENE_SZ - 1 : 0] gene_out1;
output reg [GENE_SZ - 1 : 0] gene_out2;
output reg [GENE_SZ - 1 : 0] gene_out3;
output reg [2 : 0] out_valid;
wire [63 : 0] tie_low;
wire [63 : 0] tie_high;
wire [GENE_SZ - 1 : 0] new_node_gene;
wire [GENE_SZ - 1 : 0] new_conn1_gene;
wire [GENE_SZ - 1 : 0] new_conn2_gene;
assign tie_high = 64'hFFFF_FFFF_FFFF_FFFF;
assign tie_low  = 64'b0;
lane_stage0 #(.GENE_SZ(GENE_SZ),
              .ATTR_SZ(ATTR_SZ)
            )
            stage0(.clk(clk),
                   .rst(rst),
                   .state(state),
                   .gene_in(gene_in),
                   .hidden_node_max(hidden_node_max)
            );
add_node_mutation #(.GENE_SZ(GENE_SZ),
                    .ATTR_SZ(ATTR_SZ)
                    )
                    add_node_block(.max_node_id(global_hidden_node_max),
                                   .gene_in(gene_in),
                                   .node_gene_out(new_node_gene),
                                   .conn1_gene_out(new_conn1_gene),
                                   .conn2_gene_out(new_conn2_gene)
                    );
always @(posedge clk, posedge rst)
begin
    if(rst == 1'b1)
    begin
        out_valid       = tie_low[2:0];
        gene_out1       = tie_low[GENE_SZ - 1: 0];
        gene_out2       = tie_low[GENE_SZ - 1: 0];
        gene_out3       = tie_low[GENE_SZ - 1: 0];
    end
    else
    begin
        if(state == 2'b00)
        begin
            gene_out1       = gene_in;
            gene_out2       = tie_low[GENE_SZ - 1: 0];
            gene_out3       = tie_low[GENE_SZ - 1: 0];
            out_valid       = 3'b001;
        end
        else if(state == 2'b10)
        begin
            if(random > node_add_prob)
            begin
                gene_out1       = new_node_gene;
                gene_out2       = new_conn1_gene;
                gene_out3       = new_conn2_gene;
                out_valid       = 3'b111;
            end
            else
            begin
                gene_out1       = gene_in;
                gene_out2       = tie_low[GENE_SZ - 1: 0];
                gene_out3       = tie_low[GENE_SZ - 1: 0];
                out_valid       = 3'b001;
            end
        end
        else
        begin
            gene_out1   = tie_low[GENE_SZ - 1: 0];
            gene_out2   = tie_low[GENE_SZ - 1: 0];
            gene_out3   = tie_low[GENE_SZ - 1: 0];
            out_valid   = tie_low[2:0];
        end
    end
end
endmodule
```
**design/flow/run.sh**
```bash
#!/bin/bash
# OpenROAD 26Q1-2900-gdf79404cd8, Yosys 0.63+post, stock flow scripts
make -C /OpenROAD-flow-scripts/flow DESIGN_CONFIG=/design/flow/config.mk WORK_HOME=/design/flow/orfs finish
```
==> impl_metrics.tcl <==
# yosys + openroad results
set metrics [dict create \
    hold_path.startpoint "stage0.hidden_node_max[6]" \
    yosysCellCount 428 \
    critPathKind "input port to flop" \
    areaGrowthSynthToFinish_pct 58.6 \
    p_int_mw 3.13 \
    synth_top_cell_by_area "dfrtp_1" \
    start_kind "input port" \
    r2r-start "stage0.hidden_node_max[7]" \
    numCtsBuffers 9 \
    endpoint "gene_out1[8]" \
    period_used_pct 89.2 \
    place_inst 1034 \
    fin_skew_ps 5.73 \
    grt_max_degree 39 \
    placed_area_um2 7210 \
    sw_frac_of_total_pct 24.2 \
    drive_gt1_share_pct 6.94 \
    ir_drop_v 0.000361 \
    drtIter0Drc 88 \
    drtAntennaViolNets 0 \
    die_area_um2 39200 \
    p_leak_nw 3.56 \
    vias 3487 \
    synthTopCellsByArea "dfrtp_1 56%, buf_4 15%, and3_1 5.0%" \
    port_buffers 218 \
    antenna_found_initial 4 \
    slew_headroom_pct 61.9 \
    final_common_cell "clkdlybuf4s50_1" \
    first_pass_iters 4 \
    hold_violations 0 \
    netlist_area_um2 4750 \
    startpoint "node_add_prob[7]" \
    clock_latency_ps 350 \
    dp_hpwl_um 13600 \
    comb_power_share_pct 19.6 \
    grt_pass1_wl_um 23800 \
    synth_area_per_cell_um2 11.1 \
    cts_hold_buf 0 \
    cts_resized 0 \
    r2r_setup_slack_ps 610 \
    netlist.area_leader.share_pct 55.8 \
    post-place-ws_ps -98.9 \
    p_total_mw 4.13 \
    finalSetupViolCount 0 \
    warnings 33 \
    syn_inst 428 \
    pwr-share-clk_pct 36.8 \
    synth_flops 106 \
    grt-ovfl-total 0 \
    nFillCells 3357 \
    power_frac_seq_pct 43.6 \
    cap_violations 0 \
    crit_arrival_ps 2550 \
    fin_ws_ps 281 \
    postSynthSeqShare_pct 55.8 \
    die_x_um 198 \
    die_height_um 198 \
    grt_pass1_vias 3800 \
    via_per_inst 3.32 \
    wl_um 16700 \
    required_ps 2840 \
    gp_congestion 0.785 \
    tritoncts "done" \
    drcViolationCount 0 \
    final.min_clock_period_ps 2320 \
    hold_class "flop to flop" \
    r2r-end "stage0.hidden_node_max[4]" \
    synthFlopType "dfrtp_1" \
    clk_transition_reported_paths_ps 70 \
    final_cell_mix "218 x clkdlybuf4s50_1, 106 x dfrtp_1, 76 x conb_1" \
    slew_violations 0 \
    yosysWarnings 36 \
    fin_area_um2 7530 \
    critPathMaxFanout 10 \
    switchingPower_uw 999 \
    logic_area_um2 1480 \
    clk_path_buf_depth 2 \
    io_pins 303 \
    synth-edff-count 0 \
    rows 65 \
    async_flop_share_pct 100 \
    grt_usage_pct 8.21 \
    status "finished, final reports clean" \
    rsz0062_at_grt "no" \
    power.density_nw_per_um2 548 \
    seq_area_um2 2650 \
    cp-end-kind "flop" \
    tightest_slew_ps 571 \
    initCoreUtil_pct 15.1 \
    reg2reg_depth 8 \
    avgRoutedWirePerCell_um 15.9 \
    ys_types 33 \
    postCtsSetupRepairBufs 0 \
    timing.fmax_ghz 0.431 \
    clock-sinks 106 \
    yosys_area_um2 4750 \
    core_um2 31400 \
    ctsHtreeMaxLevel 3 \
    layout.cells.non_filler 1051 \
    cts_root_buf "clkbuf_16" \
]
[worst min-delay path by stage]
stage,to,cells past startpoint
after CTS,stage0.hidden_node_max[0],1
after global routing,stage0.hidden_node_max[6],2
final,stage0.hidden_node_max[6],2
[critical path, cell delays in order]
cell             delay (ps)
clkdlybuf4s50_1         450
inv_1                    40
ha_1                    310
nand4_1                 140
o21ai_0                 410
a311oi_4                 90
buf_12                  170
buf_12                  140
buf_4                   140
nor2_1                   90
nor2_1                   50
[registers in the layout, indices dropped and copies added (netlist names)]
name and count:
gene_out1 64, stage0.hidden_node_max 8, out_valid 2, gene_out3 9
gene_out2 23
[cell families after synthesis]
group,count (synthesis),synth area share [%]
DFF,106,55.8
AOI/OAI and AO/OA,23,4.29
muxes,8,1.71
adders and majority gates,17,4.48
buffers and inverters,140,19.0
other,1,0.0789
xor gates and xnor gates,6,1.11
and+or+nand+nor,127,13.5
[per-stage QoR]
| stage | TNS [ps] | util [%] | hold slack (ps) |
|---|---|---|---|
| 4_1_cts | 0 | 24.0 | 556 |
| 3_5_place_dp | -1890 | 23.0 | 534 |
| 3_3_place_gp | -1400 | 23.0 | 540 |
| 2_1_floorplan | 0 | - | 484 |
| 6_report | 0 | 24.0 | 552 |
| 5_1_grt | 0 | 24.0 | 584 |
[per-layer routing]
metal  global-route usage, %  vias to the layer above  share of wire (%)
met4                   0.740                        6               0.95
met5                       0                        -               0.22
met1                    9.74                     1658                 41
li1                        -                     1631                  -
met3                    3.75                       15                 10
met2                    13.9                      177                 48
[area by class of cell]
class | count | area share [%]
flip-flops and latches | 106 | 35.2
repair buffers | 241 | 32.7
multi-input cells | 257 | 19.6
well taps | 402 | 6.68
clock buffers | 12 | 3.27
inverters | 28 | 1.44
clock inverters | 4 | 0.980
diodes | 1 | 0.0332
[cell usage after synthesis, types with 2 or more instances]
library cell,n
dfrtp_1,106
buf_4,97
nor2_1,48
and3_1,38
inv_1,28
ha_1,17
nand2_1,12
clkbuf_1,10
nor2b_1,10
and2_1,8
mux2i_1,7
a211oi_1,5
nand3_1,5
xor2_1,5
a21oi_1,4
buf_2,4
nand4_1,4
a211oi_2,2
o21a_1,2
o21ai_0,2
o22ai_1,2
[power by group through the flow]
stage,sequential [mW],clock (mW),combinational [mW]
after CTS,1.80,1.59,0.845
final,1.80,1.52,0.809
after global routing,1.81,1.64,0.903
Power and IR drop assume default switching activity.
